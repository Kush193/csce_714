## /design/flow/design.v

```verilog
module access_blk_proc_md #(
                            parameter ASSOC     = (1<< (3))     ,
                            parameter ASSOC_WID = 3 ,
                            parameter MESI_WID  = 2  ,
                            parameter TAG_WID   = ((32) - (2) - (18))   ,
                            parameter TAG_MSB   = 31   ,
                            parameter TAG_LSB   = ((2) + (18))   ,
                            parameter INVALID   = 0
                            )(
                            input                                      cmd_rd           ,
                            input                                      cmd_wr           ,
                            input      [TAG_MSB             : TAG_LSB] tag_proc         ,
                            input      [ASSOC*MESI_WID - 1  : 0      ] cache_proc_mesi  ,
                            input      [ASSOC*TAG_WID - 1   : 0      ] cache_proc_tag   ,
                            output reg [ASSOC - 1           : 0      ] access_blk_proc
                            );
    integer i;
    wire [MESI_WID - 1 : 0] cache_mesi [ASSOC - 1 : 0];
    wire [TAG_WID - 1  : 0] cache_tag  [ASSOC - 1 : 0];
    generate 
        for(genvar gi = 1; gi<=ASSOC; gi++) begin : divide
            assign cache_mesi[gi - 1] = cache_proc_mesi[gi*MESI_WID - 1 : (gi-1)*MESI_WID];
            assign cache_tag [gi - 1] = cache_proc_tag [gi*TAG_WID - 1  : (gi-1)*TAG_WID];
        end
    endgenerate
    always @* begin 
        if(cmd_rd || cmd_wr) begin 
            for(i = 0; i < ASSOC; i++) begin
                if(cache_mesi[i] != INVALID && cache_tag[i] == tag_proc)
                    access_blk_proc[i] = 1'b1;
                else
                    access_blk_proc[i] = 1'b0;                
            end
        end
        else begin 
            for(i = 0; i < ASSOC; i++) begin
                access_blk_proc[i] = 1'b0;                
            end
        end
    end
endmodule
```

## /design/flow/run.sh

```bash
#!/bin/bash
# OpenROAD 26Q1-2900-gdf79404cd8, Yosys 0.63+post, stock flow scripts
make -C /OpenROAD-flow-scripts/flow DESIGN_CONFIG=/design/flow/config.mk WORK_HOME=/design/flow/orfs finish
```

## /design/flow/config.mk

```make
export PLATFORM = sky130hd
export DESIGN_NAME = access_blk_proc_md
export DESIGN_NICKNAME = access_blk_proc_md
export VERILOG_FILES = /design/flow/design.v
export SDC_FILE = /design/flow/constraint.sdc
export NUM_CORES = 4
export LEC_CHECK = 1
export CORE_UTILIZATION = 30
```

## /design/flow/constraint.sdc

```tcl
current_design access_blk_proc_md

set clk_period 2.4
set clk_io_pct 0.2

create_clock -name clk0 -period $clk_period

set non_clock_inputs [all_inputs -no_clocks]
set_input_delay [expr $clk_period * $clk_io_pct] -clock clk0 $non_clock_inputs
set_output_delay [expr $clk_period * $clk_io_pct] -clock clk0 [all_outputs]
```

==> Slide: Implementation Results <==
Run Summary

Run status
  – Status: finished clean

Placement
  – Detailed Place HPWL: 4.29 mm
  – GPL Wtd Cong: between 0.8 and 0.9
  – I/O Buffers: 134

STA
  – Final period utilization: ~98%
  – Final hold viol count: 0
  – Period minus WS final: around 2.4 ns
  – Max Freq: 0.426 GHz
  – Relative slew slack: 81.6%
  – WHS: 1.57 ns
  – Slew @ Worst Pin: approximately 0.28 ns
  – Unrepaired setup endpoints after global routing: true
  – Final setup viols: 0
  – Setup tns final: 0 ns
  – Fin. max-slew vios: 0

Finish
  – Clkbuf count: 0
  – Commonest Layout Cell: clkdlybuf4s50_1
  – Share of cells above drive strength 1: 15.4%
  – Registers: 0
  – P&R area growth vs syn: 126%
  – Layout fillers: 347
  – Most numerous logic cells after layout: 116 x clkdlybuf4s50_1, 93 x xnor2_1, 23 x buf_4
  – Register Area: 0 um^2

Worst setup path
  – Crit path from: tag_proc[20]
  – Crit-path max cell delay: about 0.49 ns
  – Crit Path Max Fanout: 4
  – Critical path class: in2out
  – WP data arrival: between 1.5 and 2 ns
  – Critical Path Source Type: primary input
  – Sequence of cells on the critical path: clkdlybuf4s50_1 > buf_4 > xnor2_1 > o211ai_1 > nor4_2 > dlygate4sd2_1
  – Worst path bufs/invs: 3
  – Endpoint type of the worst setup path: output port
  – Slowest-stage cell, CP: clkdlybuf4s50_1
  – Worst endpoint required time: approximately 1.9 ns
  – Crit path max-delay family: buffers and inverters

Global routing
  – Initial antenna violation count: 0
  – First-pass GRT wire length: 6.95 mm
  – M1 GR Usage: approximately 28%
  – Gr ovfl total: 0
  – GR Util met3: under 10%
  – Global routing met2 resource utilization: 36.4%
  – Tot GR Track Use: 20.9%
  – GRT Max-Usage Layer: met2
  – Number of global-route vias before repair: about 1500
  – Largest net degree at the start of global routing: 9

Route
  – DRC: 0
  – Iter 0 DRT Violations: 14
  – Antenna cells: 0
  – Routed Antenna Nets: 0
  – Via count: approximately 1600
  – Router iterations before antenna repair: 4
  – WL final: about 4.8 mm
  – Via/cell ratio: approximately 4.4
  – Per-cell routed wire length: 13.6 um

Synth
  – Adder Area Share: 0%
  – Cell area after synthesis: 0.00127 mm^2
  – Cells in synth_stat.txt: 150
  – XOR/XNOR Area Share: 66.3%
  – Synth Seq Share: 0%
  – Simple-Gate Fraction of Synth Area: 19.4%
  – Average size of a mapped cell: 8.46 um^2
  – Ys Warns: 1
  – Synth mux share: 0%
  – AO/OA Area Share: 4.73%
  – Dominant comb cell: XOR/XNOR gates
  – Number of library cell types mapped by synthesis: 8
  – Post-Synthesis Cells: 150
  – Yosys chip area: between 0.001 and 0.0015 mm^2

Pwr
  – Worst ir drop on vdd: a little over 0.08 mV
  – Leakage: between 1 and 1.5 nW
  – Power density cells: between 150 and 200 mW/mm^2
  – Pwr Total: 0.501 mW

Job
  – Stage-log warning count: 34
  – Max-Cap Viols: 0

Floorplan
  – Core area: 0.00403 mm^2
  – FP Rows: 23
  – FP Core Util: 31.5%
  – Die X: roughly 67 um
  – Die ar.: about 0.0045 mm^2
  – Die Height: 67.0 um
  – I/O pins: 134

Clock tree
  – # hold bufs at CTS: 0

Hold path
  – Worst min path class: in2out
  – Min-delay src: tag_proc[22]
==> power by group <==
| group | switching [mW] | internal [mW] | total (mW) | leakage, nW |
|---|---|---|---|---|
| sequential | 0 | 0 | 0 | 0 |
| clock | 0 | 0 | 0 | 0 |
| combinational | 0.161 | 0.340 | 0.501 | 1.01 |
| total | 0.161 | 0.340 | 0.501 | 1.01 |
==> synthesized netlist by cell type <==
library cell  count  area (um^2)
or2_2             1         6.26
nor4_2            8          100
buf_6             9          101
nand4_1          16          100
buf_2             4         20.0
nand3_1           8         40.0
o211ai_1          8         60.1
xnor2_1          96          841
==> per-layer routing <==
| metal | routed length, um | share of wire, % |
|---|---|---|
| met5 | 0 | 0 |
| met4 | 25 | 0.52 |
| met3 | 442 | 9.2 |
| met2 | 2300 | 48 |
| met1 | 2070 | 43 |
==> final timing paths <==
check	end	depth (start not counted)	slack [ns]
hold / removal	access_blk_proc[2]	6	1.57
setup / recovery	access_blk_proc[0]	6	0.05
==> what timing repair did <==
item                                    in CTS  in global routing
gates resized                               28                  5
buffers inserted                             6                  3
endpoints found under the setup margin       8                  4
pin swaps                                   13                  7
endpoints found under the hold margin        0                  0
gates cloned                                 0                  0
==> cell families (layout without fill, tap and decap cells) <==
kind of cell / count (synthesis) / after routing
xor+xnor: 96 / 96
buf+inv: 13 / 168
simple gates: 33 / 33
compound gates: 8 / 8
==> area by class of cell <==
class / count / area (um^2) / area share, %
Multi-Input combinational cell: 137 / 1170 / 40.8
Timing Repair Buffer: 168 / 1640 / 57.0
Tap cell: 50 / 62.6 / 2.18
==> per-stage QoR <==
stage | util, % | instances | cell area (um^2) | setup slack [ns]
floorplan | - | 150 | 1270 | 0.850
global placement | 68.6 | 346 | 2760 | -0.328
detailed placement | 68.6 | 346 | 2760 | -0.345
CTS | 70.0 | 352 | 2820 | 0.00789
global route | 71.3 | 355 | 2870 | -0.0127
finish | 71.3 | 355 | 2870 | 0.0499
Power and IR drop assume default switching activity.
