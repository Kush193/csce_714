==> design.v <==
module access_blk_snoop_md #(
                            parameter ASSOC     = (1<< (2))     ,
                            parameter ASSOC_WID = 2 ,
                            parameter MESI_WID  = 2  ,
                            parameter TAG_WID   = ((32) - (2) - (14))   ,
                            parameter TAG_MSB   = 31   ,
                            parameter TAG_LSB   = ((2) + (14))   ,
                            parameter INVALID   = 0
                            )(
                            input                                      bus_rd           ,
                            input                                      bus_rdx          ,
                            input                                      invalidate       ,
                            input      [TAG_MSB             : TAG_LSB] tag_snoop        ,
                            input      [ASSOC*MESI_WID - 1  : 0      ] cache_snoop_mesi ,
                            input      [ASSOC*TAG_WID - 1   : 0      ] cache_snoop_tag  ,
                            output reg [ASSOC - 1           : 0      ] access_blk_snoop
                            );
    integer i;
    wire [MESI_WID - 1 : 0] cache_mesi [ASSOC - 1 : 0];
    wire [TAG_WID - 1  : 0] cache_tag  [ASSOC - 1 : 0];
    generate 
        for(genvar gi = 1; gi<=ASSOC; gi++) begin : divide
            assign cache_mesi[gi - 1] = cache_snoop_mesi[gi*MESI_WID - 1 : (gi-1)*MESI_WID];
            assign cache_tag [gi - 1] = cache_snoop_tag [gi*TAG_WID - 1  : (gi-1)*TAG_WID];
        end
    endgenerate
    always @* begin 
        if(bus_rd || bus_rdx || invalidate) begin
            for(i = 0; i < ASSOC; i++) begin
                if(cache_mesi[i] != INVALID && cache_tag[i] == tag_snoop)
                    access_blk_snoop[i] = 1'b1;   
                else
                    access_blk_snoop[i] = 1'b0;               
            end
        end
        else begin 
            for(i = 0; i < ASSOC; i++) begin
                access_blk_snoop[i] = 1'b0;                
            end
        end
    end
endmodule
==> run.sh <==
#!/bin/bash
# OpenROAD 26Q1-2900-gdf79404cd8, Yosys 0.63+post, stock flow scripts
make -C /OpenROAD-flow-scripts/flow DESIGN_CONFIG=/design/flow/config.mk WORK_HOME=/design/flow/orfs finish
==> config.mk <==
export PLATFORM = sky130hd
export DESIGN_NAME = access_blk_snoop_md
export DESIGN_NICKNAME = access_blk_snoop_md
export VERILOG_FILES = /design/flow/design.v
export SDC_FILE = /design/flow/constraint.sdc
export NUM_CORES = 4
export LEC_CHECK = 1
export CORE_AREA = 10 10 82 82
export DIE_AREA = 0 0 92 92
==> constraint.sdc <==
current_design access_blk_snoop_md

set clk_period 2.0
set clk_io_pct 0.2

create_clock -name clk0 -period $clk_period

set non_clock_inputs [all_inputs -no_clocks]
set_input_delay [expr $clk_period * $clk_io_pct] -clock clk0 $non_clock_inputs
set_output_delay [expr $clk_period * $clk_io_pct] -clock clk0 [all_outputs]
==> flow_results.xml <==
<?xml version="1.0" encoding="UTF-8"?>
<metrics>
  <group name="layout">
    <metric name="layout.area.seq" unit="µm²">0</metric>
    <metric name="nClkBuffers" unit="">0</metric>
    <metric name="layout-drive-gt1-share" unit="%">23.1</metric>
    <metric name="seq_cell_count" unit="">0</metric>
    <metric name="final.fill_count" unit="">533</metric>
    <metric name="layout-area-overhead-vs-synth" unit="%">152</metric>
  </group>
  <group name="setup_path">
    <metric name="critical_path.cell_chain" unit="">clkdlybuf4s50_1 &gt; xnor2_1 &gt; o2111ai_2 &gt; nor4_2 &gt; buf_2</metric>
    <metric name="timing.critical_path.fanout_max" unit="">1</metric>
    <metric name="setup.worst_path.start_class" unit="">input pin</metric>
    <metric name="timing_worst_setup_path_type" unit="">input pin to output port</metric>
    <metric name="critical_path_required" unit="ns">1.60</metric>
    <metric name="worst_ep_arrival_time" unit="ns">1.56</metric>
    <metric name="critPathMaxStageDelay" unit="ns">0.47</metric>
    <metric name="critPathSlowestCell" unit="">clkdlybuf4s50_1</metric>
    <metric name="cp-end-kind" unit="">output port</metric>
  </group>
  <group name="power_and_ir_drop">
    <metric name="post-layout-total-power" unit="mW">0.383</metric>
    <metric name="peakVddDrop" unit="µV">73.6</metric>
    <metric name="power.static_leakage" unit="nW">0.858</metric>
    <metric name="power.density_cell_area" unit="nW/µm²">193</metric>
  </group>
  <group name="min_path">
    <metric name="hold_path.class" unit="">input pin to output port</metric>
    <metric name="min_path_cells" unit="">5</metric>
  </group>
  <group name="clock_tree">
    <metric name="cts_setup_buffers" unit="">0</metric>
    <metric name="hold_bufs_inserted_after_cts" unit="">0</metric>
  </group>
  <group name="detailed_routing">
    <metric name="route.antenna.remaining_nets" unit="">0</metric>
    <metric name="finalWirelength" unit="µm">4130</metric>
    <metric name="drt-vias-per-instance" unit="">3.78</metric>
    <metric name="drt_iter0_markers" unit="">3</metric>
    <metric name="antennaDiodeCount" unit="">0</metric>
    <metric name="drt-pass1-iter-count" unit="">2</metric>
    <metric name="drcViolationCount" unit="">0</metric>
    <metric name="route.detailed.wl_per_inst" unit="µm">15.6</metric>
    <metric name="route.vias.total" unit="">1002</metric>
  </group>
  <group name="die">
    <metric name="placeableCoreArea" unit="µm²">5070</metric>
    <metric name="ioPinCount" unit="">95</metric>
    <metric name="floorplan.core_util" unit="%">15.6</metric>
    <metric name="floorplan.die.height" unit="µm">92</metric>
    <metric name="fp.dieArea" unit="µm²">8460</metric>
    <metric name="num_rows" unit="">26</metric>
    <metric name="floorplan.die.width" unit="µm">92</metric>
  </group>
  <group name="timing">
    <metric name="worst_tran_pin_value" unit="ns">0.361</metric>
    <metric name="report.final.setup_viol" unit="">0</metric>
    <metric name="setup_ws" unit="ns">0.0399</metric>
    <metric name="final_max_slew_viol_count" unit="">0</metric>
    <metric name="cycle_use_final" unit="%">98.0</metric>
    <metric name="final-hold-violation-count" unit="">0</metric>
    <metric name="max_freq" unit="MHz">510</metric>
    <metric name="slew-limit-headroom" unit="%">75.8</metric>
    <metric name="setup_repair_after_global_routing_missed_its_margin" unit="">false</metric>
    <metric name="period_needed" unit="ns">1.96</metric>
  </group>
  <group name="logic_synthesis">
    <metric name="synth.yosys.chip_area" unit="µm²">790</metric>
    <metric name="post_synth.cell_area_avg" unit="µm²">7.97</metric>
    <metric name="top_cells_by_area" unit="">xnor2_1, nand4_1, xor2_1</metric>
    <metric name="synth-warning-count" unit="">1</metric>
    <metric name="post_synth_num_cell_types" unit="">8</metric>
    <metric name="syn_area" unit="µm²">790</metric>
    <metric name="largest_area_cell" unit="">xnor2_1</metric>
    <metric name="postSynthSeqShare" unit="%">0</metric>
    <metric name="yosys-stat-cells" unit="">99</metric>
    <metric name="yosys.area.top_type_share" unit="%">62.1</metric>
    <metric name="synthesized_instance_count" unit="">99</metric>
  </group>
  <group name="placed_design">
    <metric name="io_buffer_count" unit="">95</metric>
    <metric name="place.gp.congestion" unit="">0.754</metric>
    <metric name="place_hpwl" unit="µm">3780</metric>
    <metric name="pre_cts_slack" unit="ns">-0.676</metric>
  </group>
  <group name="grt">
    <metric name="globalRouteTotalUtil" unit="%">9.08</metric>
    <metric name="first_global_vias" unit="">1110</metric>
    <metric name="grt_first_pass_wirelength" unit="µm">6140</metric>
    <metric name="initial_antenna_violation_count" unit="">0</metric>
    <metric name="grt_start_max_net_pins" unit="">5</metric>
    <metric name="grt_overflow" unit="">0</metric>
  </group>
  <group name="flow_run">
    <metric name="max-cap-violations" unit="">0</metric>
    <metric name="warning_count" unit="">33</metric>
  </group>
  <group name="run_status">
    <metric name="result_of_the_run" unit="">finished, final reports clean</metric>
  </group>
</metrics>
==> routing by layer <==
| metal | global-route usage [%] | routed length (µm) | vias up |
|---|---|---|---|
| li1 | - | - | 527 |
| met5 | 0 | 0 | - |
| met1 | 10.9 | 1710 | 430 |
| met4 | 0 | 0 | 0 |
| met2 | 15.9 | 2040 | 45 |
| met3 | 3.54 | 380 | 0 |
==> placed cells by master (no fill, tap or decap) <==
master,n
nor4_2,4
buf_4,6
o2111ai_2,4
nand4_1,12
xor2_1,6
xor2_2,2
buf_6,5
xnor2_2,8
clkbuf_2,5
nor3_2,4
dlygate4sd2_1,18
buf_2,6
xnor2_1,48
clkdlybuf4s15_1,1
nor3_4,1
clkdlybuf4s50_1,46
dlymetal6s2s_1,19
==> synthesized netlist by cell type (all sizes together) <==
cell type / n
xnor2: 56
nor3: 5
clkbuf: 5
xor2: 8
nand4: 12
nor4: 4
buf: 5
o2111ai: 4
==> timing repair <==
item                                    CTS  global route
pin swaps                                14            25
endpoints found under the setup margin    4             4
cloned                                    0             0
gates resized                            62            39
==> power by group <==
group,internal (mW),total (mW),switching (mW)
sequential,0,0,0
clock,0,0,0
combinational,0.249,0.383,0.134
==> final cells by class <==
| type | count | area (µm²) | area share [%] |
|---|---|---|---|
| repair buffers | 106 | 1020 | 51.4 |
| multi-input cells | 89 | 877 | 44.1 |
| well taps | 70 | 87.6 | 4.41 |
==> cell families after synthesis <==
| group | share of synthesized area (%) |
|---|---|
| xor gates and xnor gates | 71.0 |
| and+or+nand+nor | 19.0 |
| buffers and inverters | 5.55 |
| AOI/OAI and AO/OA | 4.44 |
==> worst max-delay path, delay by kind of cell <==
family                    cells  cell delay, ns
xor gates and xnor gates      1            0.13
AOI/OAI and AO/OA             1            0.16
and+or+nand+nor               1            0.27
buffers and inverters         2            0.61
==> per-stage QoR <==
step                      hold WS [ns]  std cells  setup TNS, ns  instance area [µm²]  utilization (%)
final                             1.22        265              0                 1990             39.2
after global routing              1.28        265              0                 1990             39.2
after CTS                         1.39        265       -0.00705                 1920             37.8
after detailed placement          1.88        265          -2.65                 1870             36.8
after global placement            1.88        265          -2.53                 1870             36.8
after floorplan                  0.944         99              0                  790                -
==> final timing paths <==
kind                       startpoint                  end  slack (ns)
setup / recovery  cache_snoop_tag[36]  access_blk_snoop[2]        0.04
hold / removal    cache_snoop_tag[50]  access_blk_snoop[3]        1.22
Power and IR drop assume default switching activity.
