$ cat /design/flow/config.mk
export PLATFORM = sky130hd
export DESIGN_NAME = free_blk_md
export DESIGN_NICKNAME = free_blk_md
export VERILOG_FILES = /design/flow/design.v
export SDC_FILE = /design/flow/constraint.sdc
export NUM_CORES = 4
export LEC_CHECK = 1
export CORE_AREA = 10 10 70 70
export DIE_AREA = 0 0 80 80
$ cat /design/flow/constraint.sdc
current_design free_blk_md

set clk_period 1.5
set clk_io_pct 0.2

create_clock -name clk0 -period $clk_period

set non_clock_inputs [all_inputs -no_clocks]
set_input_delay [expr $clk_period * $clk_io_pct] -clock clk0 $non_clock_inputs
set_output_delay [expr $clk_period * $clk_io_pct] -clock clk0 [all_outputs]
$ cat /design/flow/design.v
module free_blk_md #(
                      parameter ASSOC     = (1<< (3))     ,
                      parameter ASSOC_WID = 3 ,
                      parameter MESI_WID  = 2  ,
                      parameter INVALID   = 0
                     )(
                      input                               blk_hit_proc    ,
                      input      [ASSOC*MESI_WID - 1 : 0] cache_proc_mesi ,
                      output reg                          blk_free        ,
                      output reg [ASSOC_WID - 1 : 0]      free_blk_num
                     );
    integer i;
    wire [MESI_WID - 1 : 0] cache_mesi [ASSOC - 1 : 0];
    generate
        for(genvar gi = 1; gi<=ASSOC; gi++) begin : divide
            assign cache_mesi[gi - 1] = cache_proc_mesi[gi*MESI_WID - 1 : (gi-1)*MESI_WID];
        end
    endgenerate
    always @* begin
        blk_free = 1'b0;
        free_blk_num = 0;
        if(blk_hit_proc == 1'b0) begin
            for (i = 0; i < ASSOC; i++) begin
                if(cache_mesi[i] == INVALID) begin
                    blk_free     = 1'b1;
                    free_blk_num = i;
                end
            end
        end
    end
endmodule
$ cat /design/flow/run.sh
#!/bin/bash
# OpenROAD 26Q1-2900-gdf79404cd8, Yosys 0.63+post, stock flow scripts
make -C /OpenROAD-flow-scripts/flow DESIGN_CONFIG=/design/flow/config.mk WORK_HOME=/design/flow/orfs finish
==> impl_metrics.py <==
# Physical implementation metrics
metrics = {
    "route": {
        "remaining_drc_errors": 0,
        "ant_nets": 0,
        "dr.pass1.iters": 2,
        "wl_um": 837,
        "drtIter0Drc": 1,
        "n_antenna_cell": 0,
        "drt-wirelength-per-cell_um": 9.85,
        "vias": 224,
        "routed_via_density": 2.64,
    },
    "timing": {
        "worst_slack_ns": 0.0406,
        "fmax_ghz": 0.685,
        "hold_slack_ns": 1.06,
        "finalCritPeriodShare": 0.973,
        "fin_tns_setup_ns": 0,
        "setup_viol": 0,
        "slew_headroom": 0.847,
        "rsz0062_at_grt": "no",
        "slew_viol_final": 0,
        "period_needed_ns": 1.46,
        "final_hold_viol_count": 0,
        "worst_slew_pin_slew_ns": 0.229,
    },
    "setup_path": {
        "cp_max_fo": 2,
        "required_ns": 1.20,
        "criticalPathCategory": "in -> out",
        "cp-end-kind": "primary output",
        "critPathCapture": "free_blk_num[0]",
        "critical_path_arrival_ns": 1.16,
        "crit_start": "cache_proc_mesi[8]",
        "start_kind": "primary input",
    },
    "flow_run": {
        "warnings": 32,
        "maxCapViolCount": 0,
    },
    "power_and_ir_drop": {
        "power-per-cell-area_mw_per_mm2": 244,
        "leakage_nw": 0.158,
        "totalPowerFinal_mw": 0.0960,
        "irDropWorstVdd_mv": 0.0253,
    },
    "finish": {
        "clkbuf_count": 0,
        "seq_cells": 0,
        "layout_top_cells": "dlygate4sd2_1 (10), o22ai_2 (4), nor2_1 (4)",
        "drive_above_1_share": 0.462,
        "regArea_um2": 0,
        "fin_cells": 85,
        "utilization": 0.115,
        "synthToLayoutAreaGrowth_pct": 271,
        "lay_top_count": "dlygate4sd2_1",
        "stdcell_area_um2": 394,
        "fill_cells": 407,
    },
    "synth": {
        "yosysSeqAreaShare": 0,
        "synth.distinct_cells": 9,
        "avgSynthCellArea_um2": 6.26,
        "yosys_area_um2": 106,
        "syn_inst": 17,
        "synth_warnings": 1,
        "synth_area_um2": 106,
        "yosysCellCount": 17,
    },
    "placement": {
        "post-place-ws_ns": -0.598,
        "place_area_um2": 382,
        "portBuffers": 21,
        "placedCellCount": 85,
        "gp_congestion": 0.811,
    },
    "outcome": {
        "status": "finished, final reports clean",
    },
    "global_routing": {
        "grt_overflow": 0,
        "grt_max_degree": 5,
        "antenna_found_initial": 0,
        "grt_usage": 0.0231,
        "grt_pass1_vias": 229,
        "grt_pass1_wl_um": 1180,
    },
    "floorplan": {
        "die_x_um": 80,
        "die_h_um": 80,
        "rows": 21,
        "dieArea_mm2": 0.00640,
        "core_mm2": 0.00342,
        "fp_util": 0.0311,
        "boundaryPins": 21,
    },
    "worst_hold_path": {
        "holdCritPathClass": "in -> out",
    },
}
==> cell usage after synthesis, drive strengths merged <==
library cell | count | share of area
o32a | 2 | 0.20
nor2 | 6 | 0.21
a21oi | 2 | 0.094
o22ai | 4 | 0.29
o22a | 1 | 0.082
nor2b | 1 | 0.059
or3 | 1 | 0.059
==> worst max-delay path: stages <==
cell and delay [ns]:
dlygate4sd2_1 0.21, nor2_1 0.04, or3_4 0.38, o22ai_2 0.11
buf_2 0.11
==> cell type report <==
| cell class | instances | area (um^2) | area share |
|---|---|---|---|
| Tap cell | 46 | 57.6 | 0.146 |
| Timing Repair Buffer | 22 | 175 | 0.444 |
| Multi-Input combinational cell | 17 | 161 | 0.410 |
==> how the worst min path moves through the flow <==
stage	startpoint	end	slack (ns)	cells past startpoint
6_report	cache_proc_mesi[12]	free_blk_num[1]	1.06	5
5_1_grt	cache_proc_mesi[12]	free_blk_num[1]	1.11	5
4_1_cts	blk_hit_proc	free_blk_num[2]	1.10	4
==> power breakdown <==
part	switching [mW]	total, mW	internal [mW]
clock	0	0	0
sequential	0	0	0
combinational	0.0372	0.0960	0.0588
total	0.0372	0.0960	0.0588
==> repair_timing <==
item                                    in CTS  in global routing
hold endpoints to repair                     0                  0
endpoints found under the setup margin       4                  3
pin swaps                                   12                  5
resized                                     31                 14
hold buffers                                 0                  0
setup buffers                                0                  0
cloned                                       0                  0
==> routing by layer <==
metal,track usage,share of wire,vias to the layer above
met3,0.0114,0.17,0
met2,0.0361,0.40,14
met5,0,0,-
met4,0,0,0
li1,-,-,115
met1,0.0297,0.43,95
==> logic make-up after synthesis <==
logic type       count (synthesis)  share of synthesized area
AND-OR/OR-AND                    9                      0.671
AND/OR/NAND/NOR                  8                      0.329
Power and IR drop assume default switching activity.
